File: /design/flow/design.v
module writeback(
    input wire        clk,
    input wire [3:0]  insn_type,
    input wire [4:0]  rd,
    input wire [31:0] ex_val,
    input wire [31:0] mem_r_data,
    output reg [4:0]  regfile_w_reg,
    output wire       regfile_w_en,
    output reg [31:0] regfile_w_data,
    output reg [4:0]  wb_bp_reg,
    output reg [31:0] wb_bp_val
);
assign regfile_w_en = 1;
always @(*) begin
    wb_bp_reg = rd;
    regfile_w_reg = rd;
    case (insn_type)
        4'b0010: begin
            regfile_w_data = mem_r_data;
            wb_bp_val = mem_r_data;
        end
        default: begin
            regfile_w_data = ex_val;
            wb_bp_val = ex_val;
        end
    endcase
end
endmodule
File: /design/flow/run.sh
#!/bin/bash
# OpenROAD 26Q1-2900-gdf79404cd8, Yosys 0.63+post, stock flow scripts
make -C /OpenROAD-flow-scripts/flow DESIGN_CONFIG=/design/flow/config.mk WORK_HOME=/design/flow/orfs finish
File: /design/flow/config.mk
export PLATFORM = sky130hd
export DESIGN_NAME = writeback
export DESIGN_NICKNAME = writeback
export VERILOG_FILES = /design/flow/design.v
export SDC_FILE = /design/flow/constraint.sdc
export NUM_CORES = 4
export LEC_CHECK = 1
export CORE_AREA = 10 10 71 71
export DIE_AREA = 0 0 81 81
File: /design/flow/constraint.sdc
current_design writeback

set clk_period 7.9
set clk_io_pct 0.2

create_clock -name clk0 -period $clk_period

set non_clock_inputs [all_inputs -no_clocks]
set_input_delay [expr $clk_period * $clk_io_pct] -clock clk0 $non_clock_inputs
set_output_delay [expr $clk_period * $clk_io_pct] -clock clk0 [all_outputs]
==> run notes <==
run results: outcome finished, final reports clean, cell taking the most area after synthesis mux2_2, hold_ws 3160 ps, worst slew pin tran 884 ps, final worst slack 2260 ps, Hold Vio Cnt, Final 0, number of I/O pins 149, synthesized area 744 µm², Crit path buffers/inverters 3, port bufs 132, dpl hpwl 3.53 mm, CP max FO 19, PD cells 48.7 nW/µm², max frequency 0.177 GHz, final WL 3.79 mm, CP Class in2out, DRC 0, initial antenna violation count 0, largest net degree at the start of global routing 20, total inserted antenna cells 0, Post-CTS Hold Buffers 0, layout cells sized above 1 19.2%, Row Count 22, Max-slew headroom 40.8%, crit path from insn_type[0], hold_sp rd[0], CP max stage cell nor4b_4, core area 3630 µm², ys cells 80, FP Util 20.5%, Worst EP required 6320 ps, Unique cell types 6, first-pass GRT wire length 5.26 mm, type of the worst min-delay path in2out, Final Max Tran Viols 0, crit start category input pin, Psw 15.0 µW, Comb power frac 100.0%, Yosys warning count 1, number of global-route vias before repair 949, via count 857, number of max-cap violations 0, die height 81 µm, GR Util All Layers 10.1%, RSZ-0062 raised after global routing false, post-route ant nets 0, Post-Synthesis Cells 80, total grt overflow 0, cell mode on critical path clkdlybuf4s50_1, crit path DAT 4060 ps, switching share of power 17.3%, top-count cell post-synth buf_4, number of DRC markers in iteration 0 11, Vias/cell 3.99, setup TNS 0 ps, share of power burned in registers 0%, Largest stage delay, worst path 810 ps, CTS-repair resized insts 0, DR WL/cell 17.6 µm, Seq/Total Area, Yosys 0%, clock buffers 0, Log Warnings 33, Crit path max-delay family buffers and inverters, Die W 81 µm, Post-synth top cells buf_4, mux2_2, buf_6, mux2_1, Detailed Routing Iterations Pass 1 2, postcts setup bufs 0, clock power share 0%, die area 6560 µm², Synth Area per Inst 9.31 µm², # fillers 329, Setup WS pre-CTS 2220 ps, fin crit period 5640 ps, Top cell area share 45.4%, maximum vdd ir drop 0.0206 mV, Area Overhead vs Synth 139%, final setup fails 0, Flops 0, CP Capture Type primary output, CP Cell Sequence clkdlybuf4s50_1, nor4b_4, buf_4, mux2_2, clkdlybuf4s50_1, Synth area leaders mux2_2, buf_4, buf_6, nor4b_4, mux2_1, Routability Congestion 0.856, area figure in the yosys stat output 744 µm², Sequential cell area 0 µm², Leakage 0.648 nW, crit share post-route 71.4%, Int Pwr 71.5 µW
==> cell families (layout without fill, tap and decap cells) <==
kind of cell / after synthesis / in the layout / synth area share, %
mux: 32 / 32 / 48.4
other cells: 1 / 1 / 0.504
buf+inv: 46 / 133 / 47.9
simple gates: 1 / 1 / 3.19
==> worst paths after layout <==
kind / to / slack (ps) / depth (start not counted)
worst max-delay path: wb_bp_val[28] / 2260 / 5
worst min-delay path: regfile_w_reg[0] / 3160 / 0
==> per-layer routing <==
layer,up-vias,track usage [%],share of wire (%)
met3,7,4.90,17
met4,0,0.865,0.84
met2,77,17.8,48
met5,-,0,0
li1,401,-,-
met1,372,11.1,34
==> power by group through the flow <==
stage	registers (mW)	clock network (mW)	logic, mW
CTS	0	0	0.0888
global route	0	0	0.0935
finish	0	0	0.0864
==> cells in the final DEF (no fill, tap or decap) <==
master,synthesis,final
nor4b_4,1,1
buf_4,43,1
clkdlybuf4s50_1,0,132
mux2_2,30,30
conb_1,1,1
mux2_1,2,2
==> per-stage QoR <==
stage | power [mW] | utilization (%) | cells | instance area (µm²)
3_5_place_dp | 0.0882 | 48.9 | 215 | 1780
3_3_place_gp | 0.0883 | 48.9 | 215 | 1780
6_report | 0.0864 | 48.9 | 215 | 1780
4_1_cts | 0.0888 | 48.9 | 215 | 1780
5_1_grt | 0.0935 | 48.9 | 215 | 1780
2_1_floorplan | 0.0282 | - | 80 | 744
==> layout make-up <==
cell class                 count  area (µm²)  share of cell area, %
multi-input combinational     34         388                   21.8
tap                           48        60.1                   3.38
timing repair buffer         133        1330                   74.8
Power is estimated from default activity; no workload was simulated.
