`/design/flow/run.sh`:
```
#!/bin/bash
# OpenROAD 26Q1-2900-gdf79404cd8, Yosys 0.63+post, stock flow scripts
make -C /OpenROAD-flow-scripts/flow DESIGN_CONFIG=/design/flow/config.mk WORK_HOME=/design/flow/orfs finish
```
`/design/flow/config.mk`:
```
export PLATFORM = sky130hd
export DESIGN_NAME = regfile
export DESIGN_NICKNAME = regfile
export VERILOG_FILES = /design/flow/design.v
export SDC_FILE = /design/flow/constraint.sdc
export NUM_CORES = 4
export LEC_CHECK = 1
export CORE_UTILIZATION = 50
```
`/design/flow/constraint.sdc`:
```
current_design regfile

set clk_period 8.8
set clk_io_pct 0.2

create_clock -name clk0 -period $clk_period [get_ports {clk}]

set non_clock_inputs [all_inputs -no_clocks]
set_input_delay [expr $clk_period * $clk_io_pct] -clock clk0 $non_clock_inputs
set_output_delay [expr $clk_period * $clk_io_pct] -clock clk0 [all_outputs]
```
`/design/flow/design.v`:
```
module regfile(
    input wire clk,
    input wire [4:0] r1_reg_name,
    output reg [31:0] r1_reg_val,
    input wire [4:0] r2_reg_name,
    output reg [31:0] r2_reg_val,
    input wire w_enable,
    input wire [4:0] w_reg_name,
    input wire [31:0] w_reg_val
);
reg [31:0] regs[0:31];
always @(*) begin
    if (r1_reg_name == 5'b0)
        r1_reg_val = 32'b0;
    else
        r1_reg_val = regs[r1_reg_name];
    if (r2_reg_name == 5'b0)
        r2_reg_val = 32'b0;
    else
        r2_reg_val = regs[r2_reg_name];
end
always @(negedge clk) begin
    if (w_enable)
        if (w_reg_name != 5'b0) begin
            regs[w_reg_name] <= w_reg_val;
        end
end
endmodule
```
==> out/results.ini <==
[finish]
largest_register=regs
post_route_cells_drive_above_1_share_pct=28.5
largestRegisters=regs (1024)
most-common-layout-cells=inv_1 (1046), edfxtp_1 (1024), mux4_2 (471)
area_growth_pct=26.5
lay_top_count=inv_1
largest_reg_flops=1024

[logic_synthesis]
synth_seq_share_pct=65.4
ys_area_mm2=0.0470
yosysWarnings=1
yosys_cells=2281
synth.avg_cell_area_um2=20.6
synthCells=2281
ys_ff=1024
ys_types=36
syn_area_mm2=0.0470

[critical_path]
crit_family=AND-OR/OR-AND gates
startpoint_type=flip-flop
critPathRequiredTime_ns=7.04
critPathMaxStageDelay_ns=0.47
cpMaxStageDelayCell=mux4_2
cp_cell_sequence=mux4_2 > a22o_1 > a211oi_1 > nor3_2 > clkdlybuf4s50_1
crit_path_end_kind=output port
crit_buf_inv=1
path_max_fanout=2
worstSetupPathType=reg2out
crit_arrival_ns=7.14

[status]
violations=negative setup slack
status=finished, violations left

[global_route]
grt_pass1_vias=34771
grt_overflow_total=0
grt_pass1_wl_um=211000
grt_max_degree=94
antenna_found_initial=2
grt.total_usage_pct=36.0

[sta]
setup_viol=3
slew_viol_final=0
layout_setup_ws_ns=-0.0991
hold_ws_ns=4.38
relSlewSlack_pct=32.6
fin_setup_tns_ns=-0.229
worst_slew_pin_slew_ns=1.01
grt_setup_unrepaired=true
hold_viol=0

[min_path]
hold_class=in2out

[pwr]
peakVddDrop_mv=0.217
p_leak_nw=23.2
powerDensity_mw_per_mm2=222

[drt]
first_pass_iters=8
drtIter0Drc=1843
viasPerCell=6.07
routedWlPerCell_um=30.3
vias=29557
ant_nets=0
wl_um=147000
remaining_drc_errors=0

[floorplan]
initial_core_util_pct=50.4
die_h_um=309
ios=113
die_area_mm2=0.0952
fp.dieW_um=309
fp-row-count=112
core-area_mm2=0.0932

[cts]
clock_sinks=1024
cts_tree=done
cts-buffers-inserted=112
clockBufferDepth=3
clk_pin_slew_worst_paths_ns=0.03
cts-root-buf=clkbuf_16
htreeDepth=3

[flow_run]
warning_count=1029
maxCapViolations=0

[placed_design]
hpwlAfterDp_um=81400
io_buffers=112
routabilityCongestion=0.874

## final timing paths
kind / startpoint / endpoint / slack (ns) / cells after the start
hold / removal: r2_reg_name[0] / r2_reg_val[4] / 4.38 / 4
setup / recovery: regs[26][29] / r1_reg_val[29] / -0.1 / 5
## power by group
group	switching, mW	leakage [nW]	internal, mW	total, mW
logic	0.579	6.61	0.455	1.03
registers	0.0289	9.25	5.49	5.51
clock network	3.05	7.37	3.62	6.67
total	3.65	23.2	9.56	13.2
## layer usage
metal | part of all wire (%) | GRT usage, % | up-vias | wire [um]
li1 | - | - | 12574 | -
met1 | 30 | 41.7 | 14196 | 44400
met2 | 45 | 46.4 | 2429 | 66900
met3 | 20 | 33.9 | 345 | 30100
met4 | 3.8 | 15.4 | 13 | 5620
met5 | 0.21 | 3.99 | - | 310
## cells in the mapped netlist
library cell / n / share of area (%)
nand2b_1: 6 / 0.080
clkbuf_1: 84 / 0.67
nand2_1: 9 / 0.072
nor4b_1: 1 / 0.019
a22o_1: 51 / 0.95
buf_4: 27 / 0.43
and4b_1: 1 / 0.021
nand3b_1: 7 / 0.11
mux2_2: 37 / 0.89
a32o_1: 3 / 0.064
mux4_2: 471 / 23
o22ai_1: 83 / 1.1
nor4_2: 1 / 0.027
buf_2: 50 / 0.53
inv_1: 2 / 0.016
or3_1: 2 / 0.027
a2111oi_0: 32 / 0.60
buf_1: 14 / 0.11
edfxtp_1: 1024 / 65
and2_1: 3 / 0.040
a221oi_1: 5 / 0.093
a211oi_1: 36 / 0.58
nor3_1: 55 / 0.59
nor2_1: 37 / 0.30
or2_2: 2 / 0.027
a21oi_1: 6 / 0.064
buf_6: 14 / 0.34
nor2b_1: 16 / 0.21
o21bai_1: 2 / 0.032
nor4_1: 4 / 0.053
a22oi_1: 12 / 0.19
nand3_1: 4 / 0.043
o221ai_1: 29 / 0.54
mux2i_1: 146 / 3.1
conb_1: 1 / 0.0080
or3b_2: 4 / 0.075
## worst min-delay path: cells and delay by family
family / cells / cell delay (ns)
AND-OR/OR-AND: 1 / 0.32
AND/OR/NAND/NOR: 1 / 0.11
buffers and inverters: 2 / 0.36
## cells by family (layout without fill, tap and decap cells)
family          Yosys count  count (layout)  synth area share (%)
other cells               1              33               0.00798
compound gates          259             259                  4.21
buf+inv                 191            1495                  2.10
mux                     654             654                  26.6
flops                  1024            1024                  65.4
simple gates            152             152                  1.69
## final cells by class
class,instances,area [um2]
diodes,1,2.50
clock buffers,117,2930
clock inverters,1108,4790
fillers,6141,33700
inverters,1,3.75
multi-input cells,1097,16700
flip-flops and latches,1024,30700
well taps,1254,1570
repair buffers,269,2700
## per-stage QoR
step	area (um2)	std cells	utilization [%]	total power, mW	setup WS [ns]
after global placement	50700	3636	54.4	7.22	0.0437
after detailed placement	50700	3636	54.4	7.23	0.0281
after CTS	59300	4863	63.6	13.4	-0.153
after global routing	59500	4870	63.8	14.0	-0.171
after floorplan	47100	2312	-	6.79	0.220
final	59500	4871	63.8	13.2	-0.0991
## what timing repair did
| action | 4_1_cts | 5_1_grt |
|---|---|---|
| resized | 236 | 73 |
| hold buffers | 0 | 0 |
| buffers inserted | 6 | 10 |
| pin swaps | 59 | 27 |
| endpoints found under the setup margin | 64 | 48 |
Power and IR drop assume default switching activity.
