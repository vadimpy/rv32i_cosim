### /design/flow/run.sh
#!/bin/bash
# OpenROAD 26Q1-2900-gdf79404cd8, Yosys 0.63+post, stock flow scripts
make -C /OpenROAD-flow-scripts/flow DESIGN_CONFIG=/design/flow/config.mk WORK_HOME=/design/flow/orfs finish
### /design/flow/config.mk
export PLATFORM = sky130hd
export DESIGN_NAME = fetch
export DESIGN_NICKNAME = fetch
export VERILOG_FILES = /design/flow/design.v
export SDC_FILE = /design/flow/constraint.sdc
export NUM_CORES = 4
export LEC_CHECK = 1
export CORE_AREA = 10 10 136 136
export DIE_AREA = 0 0 146 146
### /design/flow/constraint.sdc
current_design fetch

set clk_period 10.0
set clk_io_pct 0.2

create_clock -name clk0 -period $clk_period [get_ports {clk}]

set non_clock_inputs [all_inputs -no_clocks]
set_input_delay [expr $clk_period * $clk_io_pct] -clock clk0 $non_clock_inputs
set_output_delay [expr $clk_period * $clk_io_pct] -clock clk0 [all_outputs]
### /design/flow/design.v
module fetch (
    input wire         clk,
    input wire  [31:0] pc_ex_off,
    input wire  [31:0] pc_ex_base,
    input wire         pc_ex_valid,
    input wire  [31:0] mem_data,
    input wire         ex_stall,
    output wire [29:0] mem_addr,
    output wire [31:0] insn,
    output wire [31:0] pc_de
);
reg [31:0] pc;
reg [31:0] pc_prev;
reg [31:0] prev_insn;
assign mem_addr = pc[31:2];
assign insn = mem_data;
assign pc_de = pc;
always @(posedge clk) begin
    if (ex_stall === 1'b0) begin
        if (pc_ex_valid === 1'b1) begin
            pc <= pc_ex_base + pc_ex_off;
        end
        else begin
            pc <= pc + 4;
        end
    end
end
endmodule
==> notes.md <==
The synthesis and place-and-route flow finished, so here is a summary.

The largest net degree at the start of global routing is 55. STA classifies the critical path endpoint as a flop. The maximum fanout along the worst path came out at 3. The number of warnings reported in the stage logs is 25.

The worst setup path is launched from an input pin. The worst setup timing slack at the placement stage came out at a little over 5 ns. The top register by number of flip-flops is pc. The final hold violation count recorded for this run is 0.

The post-synthesis sequential area ratio is 0.2267. The floorplan has 46 rows. The total number of yosys warnings came out at 1.

The count of cells along the worst register-to-register path is 7. For this run, global-route usage on met2 was measured as 0.1741. The overall power of the completed layout came out at roughly 0.6 mW. The initial antenna violation count is 0. The signed area change from the synthesized netlist to the final layout came out at 28.25%. The number of global-route vias before repair is roughly 3,700. For this configuration, the core starts out at a cell density of 0.2698.

TritonCTS built the clock tree. The H-tree generated during clock tree synthesis spans 2 levels. Among cell families on the critical path, the largest total delay comes from AND-OR/OR-AND gates.

The die outline height is 146 um. The slowest stage of the critical path belongs to the cell sky130_fd_sc_hd__clkdlybuf4s50_1. The logic depth of the worst path, buffers included is 11.

The hold-fix buffer count after cts came out at 0. The TritonCTS sink count came out at 32. TritonRoute reported its final design rule violation total as 0. After layout, the minimum clock period comes to 4.578 ns.

The number of placed I/O pins is around 190. The width of the chip is between 100 and 150 um. The clock-pin transition on the worst setup and hold timing paths is 0.05 ns. The flow ran to the end, and the final reports show no timing, DRC or antenna violations. According to the floorplan report, the placeable core area is 0.01571 mm2. The buffers inserted during post-CTS setup optimization came out at 0. The global routing stage identified its most utilized layer as met2. For the pin with the worst max-slew slack, the measured transition is 0.5349 ns. The detailed-route wire length came out at about 12,000 um. The number of flip-flops under the largest register name is 32.

The switching share of power is 0.3086. In the log, the iteration count for the first detailed-route pass is 5. In the final layout, the share of cells above drive strength 1 is 0.05300. Summing all placed instances gives a cell area of 0.005273 mm2. Of the total power, registers draw 0.314. Routability-driven placement finished with a final weighted congestion of 0.8549.

The critical path required time came out at 10.03 ns. The type recorded for the worst min-delay path is flop to flop. The number of buffers added on ports is approximately 130. In the Yosys stats the netlist draws on 64 distinct library cells. The setup skew after layout is 0.006379 ns. Yosys attributes the largest share of cell area to sky130_fd_sc_hd__edfxtp_1 23%, sky130_fd_sc_hd__buf_4 11%, sky130_fd_sc_hd__ha_1 9.4%. The area of the mapped netlist came out at 0.004239 mm2. The global-route wire length before repair is 19,950 um. The max-capacitance violation count is 0.

The top flip-flop cell by instance count after synthesis is sky130_fd_sc_hd__edfxtp_1. Measured on the finished design, the core utilization comes to 0.3460. Summing all non-filler instances in the final layout gives an area of 0.005436 mm2. For this run, the chip area from Yosys synthesis comes to around 0.0042 mm2. The final setup TNS is 0 ns. The number of storage elements in the synthesis netlist came out at 32. The overall chip area is 0.02132 mm2. The total clock buffers created by CTS came out at 5.

The maximum operating frequency came out at 0.2184 GHz. After synthesis, the share of flip-flops with an asynchronous set or reset is 0. Summed over all layers, the global routing overflow is 0. The power density over cell area came out at 113.7 mW/mm2. The instance count along the most critical hold path came out at 1. After technology mapping, the gate count stands at 508. The share of power burned in the clock network is 0.277.

The repair_antennas step left the layout with diodes totalling 0. Setup repair after global routing left no endpoint under its margin. The registers reported with the highest flop counts are pc (32). The worst slew slack as a fraction of its limit is 0.6434. Post-route period utilization is reported as 0.4578. The average routed wire per standard cell came out at 15.55 um. Total global-route track usage over all layers is 0.1116.

The total of endpoints with negative setup slack in the final report came out at 0. The average via count per standard cell came out at 4.827. The final worst-path setup slack came out at 5.422 ns. The count of cells resized by post-cts repair is 0. For this design, Yosys synthesis ends with a cell count of 508. The number of buffers and inverters on the critical path is 2. In this run the critical path is formed by clkdlybuf4s50_1 > ha_1 > inv_1 > fa_1 > nor2b_1 > o2111a_1 > o211ai_1 > a2111oi_2 > nor2_1 > xnor2_1 > mux2_2. Counting pins that exceed their max-slew limit in the final report gives 0.

The combinational share of power is 0.409. In the setup report, the worst path falls into the class input pin to flop. Per the skew report, the later register of the worst-skew pair sees a clock latency of ~0.28 ns. According to the timing report, the arrival time at the worst endpoint equals between 4 and 5 ns. The average cell area after synthesis is 8.345 um2.

In this run the remaining antenna-violating nets after routing total 0. The total net switching power came out at 0.1908 mW. The met3 usage came out at 0.02116.

For this run, the slowest stage of the critical path takes 0.46 ns. The synthesized design contains 32 enable-type register cells. The leakage power figure came out at between 2 and 2.5 nW. The internal power of the cells is around 0.43 mW.

The met1 usage in global routing came out at 0.1621. Looking at area per cell type in the netlist, the leader is sky130_fd_sc_hd__edfxtp_1. The count of vias placed by the detailed router came out at 3,775. The largest buffer count on any clock path came out at 2. The iteration-0 DRC count of the detailed router came out at 192. Per the CTS log, the root buffer master is sky130_fd_sc_hd__clkbuf_16. Once detailed placement completed, the half-perimeter wirelength came to roughly 10,000 um.

The area fraction of the largest cell type after synthesis is 0.2267. The worst VDD IR drop from the latest analysis is 0.05368 mV.
-- cells in the final DEF, fill, tap and decap left out, types with 5 or more instances in the layout --
| cell type | count |
|---|---|
| sky130_fd_sc_hd__a21o_1 | 15 |
| sky130_fd_sc_hd__a21oi_1 | 43 |
| sky130_fd_sc_hd__a31oi_1 | 5 |
| sky130_fd_sc_hd__and2_1 | 9 |
| sky130_fd_sc_hd__and3_1 | 6 |
| sky130_fd_sc_hd__clkbuf_16 | 5 |
| sky130_fd_sc_hd__clkdlybuf4s50_1 | 128 |
| sky130_fd_sc_hd__edfxtp_1 | 32 |
| sky130_fd_sc_hd__ha_1 | 32 |
| sky130_fd_sc_hd__inv_1 | 13 |
| sky130_fd_sc_hd__nand2_1 | 39 |
| sky130_fd_sc_hd__nand3_1 | 13 |
| sky130_fd_sc_hd__nand4_1 | 15 |
| sky130_fd_sc_hd__nor2_1 | 41 |
| sky130_fd_sc_hd__nor3_1 | 11 |
| sky130_fd_sc_hd__o211ai_1 | 5 |
| sky130_fd_sc_hd__o21a_1 | 6 |
| sky130_fd_sc_hd__o21ai_0 | 20 |
| sky130_fd_sc_hd__xnor2_1 | 33 |
| sky130_fd_sc_hd__xor2_1 | 17 |
-- cells in the mapped netlist, types with 2 or more instances --
cell and count:
sky130_fd_sc_hd__inv_1 13, sky130_fd_sc_hd__buf_2 3, sky130_fd_sc_hd__a211oi_1 4, sky130_fd_sc_hd__o211a_1 2, sky130_fd_sc_hd__buf_4 62, sky130_fd_sc_hd__a21o_1 15, sky130_fd_sc_hd__nand4_1 15, sky130_fd_sc_hd__a41oi_1 2
sky130_fd_sc_hd__ha_1 32, sky130_fd_sc_hd__o31ai_1 4, sky130_fd_sc_hd__and3_1 6, sky130_fd_sc_hd__a31oi_1 5, sky130_fd_sc_hd__a311oi_1 3, sky130_fd_sc_hd__mux2i_1 2, sky130_fd_sc_hd__nor2_1 41, sky130_fd_sc_hd__edfxtp_1 32
sky130_fd_sc_hd__nor4_2 2, sky130_fd_sc_hd__or2_2 2, sky130_fd_sc_hd__o21ai_1 4, sky130_fd_sc_hd__nor4_1 3, sky130_fd_sc_hd__o21a_1 6, sky130_fd_sc_hd__nand2_1 39, sky130_fd_sc_hd__a21oi_2 2, sky130_fd_sc_hd__a21oi_1 43
sky130_fd_sc_hd__o211ai_1 5, sky130_fd_sc_hd__mux2_2 2, sky130_fd_sc_hd__clkbuf_1 15, sky130_fd_sc_hd__xnor2_1 33, sky130_fd_sc_hd__and4_1 4, sky130_fd_sc_hd__nand2b_1 4, sky130_fd_sc_hd__nor3_1 11, sky130_fd_sc_hd__or3_1 3
sky130_fd_sc_hd__o21ai_0 20, sky130_fd_sc_hd__and2_1 9, sky130_fd_sc_hd__a211oi_2 2, sky130_fd_sc_hd__a2111oi_4 2, sky130_fd_sc_hd__nand3_1 13, sky130_fd_sc_hd__xor2_1 17
-- path summary, 6_finish.rpt --
path,from,to,slack (ns)
worst max-delay path,pc_ex_off[0],pc[26]$_DFFE_PN_,5.42
worst min-delay path,pc[2]$_DFFE_PN_,pc[2]$_DFFE_PN_,0.71
worst max register to register,pc[9]$_DFFE_PN_,pc[31]$_DFFE_PN_,7.65
worst min register to register,pc[2]$_DFFE_PN_,pc[2]$_DFFE_PN_,0.71
-- cells by family after synthesis --
| logic type | Yosys count | share of synthesized area |
|---|---|---|
| buffers and inverters | 94 | 0.1390 |
| flip-flops | 32 | 0.2267 |
| multiplexers | 4 | 0.01004 |
| adder cells (fa/ha/maj) | 33 | 0.09917 |
| XOR/XNOR | 50 | 0.1033 |
| AND/OR/NAND/NOR | 159 | 0.1927 |
| AND-OR/OR-AND | 136 | 0.2291 |
-- power by group through the flow --
stage / Sequential (mW) / Clock [mW] / Combinational (mW)
CTS: 0.195 / 0.174 / 0.255
global route: 0.199 / 0.179 / 0.281
finish: 0.194 / 0.171 / 0.253
-- cell type report --
class | count | area [um2]
Timing Repair Buffer | 131 | 1304
Fill cell | 1544 | 10280
Multi-Input combinational cell | 382 | 2689
Inverter | 13 | 48.80
Tap cell | 216 | 270.3
Clock inverter | 2 | 35.03
Sequential cell | 32 | 960.9
Clock buffer | 6 | 128.9
-- per-layer routing --
layer  wire, um  up-vias
met5          0        -
met4        163        0
met3        721       15
met2       5538      123
met1       5736     1721
li1           -     1916
-- through the flow --
stage,hold slack (ns),cells
final,0.7091,782
after global routing,0.7514,782
after CTS,0.7180,782
after detailed placement,0.7044,774
after global placement,0.6906,774
after floorplan,0.6221,508
Power is estimated from default activity; no workload was simulated.
